==> /design/flow/design.v <==
module instr_mem_file(pc, out);
input [31:0] pc;
output reg [31:0] out;
reg [31:0] i0, i1, i2, i3, i4 , i5, i6, i7, i8, i9, i10, i11, i12, i13, i14, i15, i16, i17, i18, i19, i20;
reg [31:0] k[0:1999];
initial
begin
  i0 = 32'b10001110000100010000000000000000;
  k[0] = 32'b10001110000100010000000000000000;
  k[3] = 32'b10001110000100100000000000001001;
  k[5] = 32'b00000010001100101001100000100100;
  k[7] = 32'b10001110000100010000000000000001;
  k[9] = 32'b10001110000100100000000000001100;
  k[11]= 32'b00000010001100101010000000100100;
  k[13] = 32'b10001110000100010000000000000010;
  k[15] = 32'b10001110000100100000000000001111;
  k[17] = 32'b00000010001100101010100000100100; 
  k[19] = 32'b00000010011101001011000000100000;
  k[21] = 32'b00000010110101011011100000100000;
  k[23] = 32'b10101110000101110000000000010010;
  k[24] = 32'b10001110000100010000000000000000;
  k[26] = 32'b10001110000100100000000000001010;
  k[28] = 32'b00000010001100101001100000100100;
  k[30] = 32'b10001110000100010000000000000001;
  k[32] = 32'b10001110000100100000000000001101;
  k[34]= 32'b00000010001100101010000000100100;
  k[36] = 32'b10001110000100010000000000000010;
  k[38] = 32'b10001110000100100000000000010000;
  k[40] = 32'b00000010001100101010100000100100; 
  k[42] = 32'b00000010011101001011000000100000;
  k[44] = 32'b00000010110101011011100000100000;
  k[46] = 32'b10101110000101110000000000010011;
  k[48] = 32'b10001110000100010000000000000000;
  k[50] = 32'b10001110000100100000000000001011;
  k[52] = 32'b00000010001100101001100000100100;
  k[54] = 32'b10001110000100010000000000000001;
  k[56] = 32'b10001110000100100000000000001110;
  k[58]= 32'b00000010001100101010000000100100;
  k[60] = 32'b10001110000100010000000000000010;
  k[62] = 32'b10001110000100100000000000010001;
  k[64] = 32'b00000010001100101010100000100100; 
  k[66] = 32'b00000010011101001011000000100000;
  k[68] = 32'b00000010110101011011100000100000;
  k[70] = 32'b10101110000101110000000000010100;
   k[72+15] = 32'b10001110000100010000000000000011;
   k[74+15] = 32'b10001110000100100000000000001001;
   k[76+15] = 32'b00000010001100101001100000100100;
   k[78+15] = 32'b10001110000100010000000000000100;
   k[80+15] = 32'b10001110000100100000000000001100;
   k[82+15]= 32'b00000010001100101010000000100100;
   k[84+15] = 32'b10001110000100010000000000000101;
   k[86+15] = 32'b10001110000100100000000000001111;
   k[88+15] = 32'b00000010001100101010100000100100; 
   k[90+15] = 32'b00000010011101001011000000100000;
   k[92+15] = 32'b00000010110101011011100000100000;
   k[94+15] = 32'b10101110000101110000000000010101;
   k[96+15] = 32'b10001110000100010000000000000011;
   k[98+15] = 32'b10001110000100100000000000001010;
   k[100+15] = 32'b00000010001100101001100000100100;
   k[102+15] = 32'b10001110000100010000000000000100;
   k[104+15] = 32'b10001110000100100000000000001101;
   k[106+15]= 32'b00000010001100101010000000100100;
   k[108+15] = 32'b10001110000100010000000000000101;
   k[110+15] = 32'b10001110000100100000000000010000;
   k[112+15] = 32'b00000010001100101010100000100100; 
   k[114+15] = 32'b00000010011101001011000000100000;
   k[116+15] = 32'b00000010110101011011100000100000;
   k[118+15] = 32'b10101110000101110000000000010110;
   k[120+15] = 32'b10001110000100010000000000000011;
   k[122+15] = 32'b10001110000100100000000000001011;
   k[124+15] = 32'b00000010001100101001100000100100;
   k[126+15] = 32'b10001110000100010000000000000100;
   k[128+15] = 32'b10001110000100100000000000001110;
   k[130+15]= 32'b00000010001100101010000000100100;
   k[132+15] = 32'b10001110000100010000000000000101;
   k[134+15] = 32'b10001110000100100000000000010001;
   k[136+15] = 32'b00000010001100101010100000100100; 
   k[138+15] = 32'b00000010011101001011000000100000;
   k[140+15] = 32'b00000010110101011011100000100000;
   k[142+15] = 32'b10101110000101110000000000010111;
   k[172+15] = 32'b10001110000100010000000000000110;
   k[174+15] = 32'b10001110000100100000000000001001;
   k[176+15] = 32'b00000010001100101001100000100100;
   k[178+15] = 32'b10001110000100010000000000000111;
   k[180+15] = 32'b10001110000100100000000000001100;
   k[182+15]= 32'b00000010001100101010000000100100;
   k[184+15] = 32'b10001110000100010000000000001000;
   k[186+15] = 32'b10001110000100100000000000001111;
   k[188+15] = 32'b00000010001100101010100000100100; 
   k[190+15] = 32'b00000010011101001011000000100000;
   k[192+15] = 32'b00000010110101011011100000100000;
   k[194+15] = 32'b10101110000101110000000000011000;
   k[196+15] = 32'b10001110000100010000000000000110;
   k[198+15] = 32'b10001110000100100000000000001010;
   k[1100+15] = 32'b00000010001100101001100000100100;
   k[1102+15] = 32'b10001110000100010000000000000111;
   k[1104+15] = 32'b10001110000100100000000000001101;
   k[1106+15]= 32'b00000010001100101010000000100100;
   k[1108+15] = 32'b10001110000100010000000000001000;
   k[1110+15] = 32'b10001110000100100000000000010000;
   k[1112+15] = 32'b00000010001100101010100000100100; 
   k[1114+15] = 32'b00000010011101001011000000100000;
   k[1116+15] = 32'b00000010110101011011100000100000;
   k[1118+15] = 32'b10101110000101110000000000011001;
   k[1120+15] = 32'b10001110000100010000000000000110;
   k[1122+15] = 32'b10001110000100100000000000001011;
   k[1124+15] = 32'b00000010001100101001100000100100;
   k[1126+15] = 32'b10001110000100010000000000000111;
   k[1128+15] = 32'b10001110000100100000000000001110;
   k[1130+15]= 32'b00000010001100101010000000100100;
   k[1132+15] = 32'b10001110000100010000000000001000;
   k[1134+15] = 32'b10001110000100100000000000010001;
   k[1136+15] = 32'b00000010001100101010100000100100; 
   k[1138+15] = 32'b00000010011101001011000000100000;
   k[1140+15] = 32'b00000010110101011011100000100000;
   k[1142+15] = 32'b10101110000101110000000000011010;
end
always @(pc)
begin
	case(pc)
		1: out = i0;
		default : out = k[pc];
	endcase
end
endmodule
==> /design/flow/run.sh <==
#!/bin/bash
# OpenROAD 26Q1-2900-gdf79404cd8, Yosys 0.63+post, stock flow scripts
make -C /OpenROAD-flow-scripts/flow DESIGN_CONFIG=/design/flow/config.mk WORK_HOME=/design/flow/orfs finish
==> /design/flow/config.mk <==
export PLATFORM = sky130hd
export DESIGN_NAME = instr_mem_file
export DESIGN_NICKNAME = instr_mem_file
export VERILOG_FILES = /design/flow/design.v
export SDC_FILE = /design/flow/constraint.sdc
export NUM_CORES = 4
export LEC_CHECK = 1
export CORE_UTILIZATION = 30
export SYNTH_MEMORY_MAX_BITS = 65536
==> /design/flow/constraint.sdc <==
current_design instr_mem_file

set clk_period 3.5
set clk_io_pct 0.2

create_clock -name clk0 -period $clk_period

set non_clock_inputs [all_inputs -no_clocks]
set_input_delay [expr $clk_period * $clk_io_pct] -clock clk0 $non_clock_inputs
set_output_delay [expr $clk_period * $clk_io_pct] -clock clk0 [all_outputs]
==> Slide: Implementation Results <==
Flow Results at a Glance

Layout
  • Layout area overhead: 57.10%
  • Register cell area after layout: 0 sq um
  • Proportion of layout cells with a drive suffix above 1: 34.16%
  • Sequential cell count of the final layout: 0
  • Fin cells: 629
  • Layout clock buffers: 0

Timing
  • Post-route worst setup slack: 0.05735 ns
  • Minimum clock period after layout: 3.443 ns
  • Number of max-slew violations in the final report: 0
  • Max Clk Rate: 0.2905 GHz
  • Worst Max-Slew Pin Slew: 0.6746 ns
  • Unrepaired setup endpoints after global routing: yes
  • Count of endpoints failing setup in the final report: 0
  • Tightest slew margin relative to the limit: 54.93%
  • Number of hold-slack violations in the final timing report: 0
  • Final critical-path share of the clock period: 98.36%
  • Worst slack on hold paths: 2.120 ns

GRT
  • Aggregate global-route resource usage: 28.01%
  • Total congestion overflow after global routing: 0
  • Number of global-route vias before repair: 3574
  • Wire length of the first global-routing pass: 19240 microns
  • Maximum number of pins on one net before global-route repair: 36
  • Number of antenna violations at the first check in global routing: 0

Logic synthesis
  • Biggest area consumer among synthesized cells: a21oi_1
  • Top post-synthesis cells by count: nand2_1, a21oi_1, o21ai_0
  • Count of unique library cells instantiated by Yosys: 79
  • Mapped Cells: 403
  • Most instantiated library cell after synthesis: nand2_1
  • Biggest area contributors in the synthesized netlist: a21oi_1, buf_4, nand2_1
  • Share of synthesized area occupied by flip-flops and latches: 0%
  • # Cells Yosys: 403
  • Share of the synthesized area in the top cell type: 6.307%
  • Chip Area, Yosys: 2619 sq um
  • Mean instance size in the synthesized netlist: 6.498 sq um
  • Cell area after synthesis: 2619 sq um
  • Synth Warn #: 1

Critical path
  • Type of the setup path with the least slack: in2out
  • Capturing element type of the critical path: output port
  • Type of element launching the critical path: input pin
  • Arrival time worst endpoint: 2.74 ns
  • Critical Path Fanout Max: 15
  • Critical path required time: 2.80 ns

Route
  • DRC errors left: 0
  • Vias per Instance: 6.164
  • Detailed-route wire length per cell: 19.90 microns
  • Number of vias after detailed routing: 3877
  • Iteration count of the initial detailed-routing pass: 5
  • Number of diodes added for antenna fixing: 0
  • Antenna-violating nets left: 0
  • Drt first-iter violations: 472
  • Total Routed Length: 12520 microns

Die
  • Ports: 64
  • Total Die Area: 9107 sq um
  • Die outline height: 95.43 microns
  • Die width: 95.43 microns
  • Init Core Util: 31.40%
  • Placement row count: 33
  • Placeable core region: 8341 sq um

Hold path
  • Hold-critical path endpoint: out[15]
  • Path type of the worst min-delay path: in2out
  • Start point of the worst min-delay path: pc[5]
  • Hold depth: 6

Place
  • Count of input and output buffers: 52
  • Worst setup timing slack at the placement stage: -0.4494 ns
  • Detailed Place HPWL: 9332 microns
  • Total placed cells including tap cells: 620
  • Routability-driven placement congestion ratio: 1.050

Power
  • Pwr dens: 136.1 nW/um^2
  • Largest vdd supply drop: 0.08163 mV
  • Cell leakage power: 1.746 nW

Status
  • Status: complete, no violations

Run
  • Tally of OpenROAD warnings: 41
  • MaxCap Viol Count: 0
## repair_timing
| action | in CTS | in global routing |
|---|---|---|
| pin swaps | 14 | 15 |
| hold buffers | 0 | 0 |
| resized | 38 | 29 |
| setup buffers | 2 | 7 |
| setup endpoints to repair | 20 | 16 |
| cloned | 0 | 0 |
## power by group
part           leakage, nW  switching [mW]  internal (mW)
sequential               0               0              0
clock                    0               0              0
combinational         1.75           0.278          0.282
total                 1.75           0.278          0.282
## how the worst max path moves through the flow
stage | from | slack [ns] | end | cells past startpoint
CTS | pc[2] | -0.04 | out[15] | 10
global route | pc[1] | -0.01 | out[21] | 10
finish | pc[2] | 0.06 | out[31] | 9
## final cells by class
| class | count | area [sq um] |
|---|---|---|
| fillers | 790 | 4227 |
| inverters | 13 | 52.55 |
| multi-input cells | 338 | 2407 |
| well taps | 105 | 131.4 |
| repair buffers | 173 | 1523 |
## worst max-delay path, cell delays in order
cell	delay (ns)
clkbuf_2	0.10
buf_6	0.12
buf_12	0.15
and2b_1	0.20
a32o_2	0.28
nor4b_4	0.36
o21ai_1	0.15
a31o_4	0.28
clkdlybuf4s50_1	0.40
## logic make-up after synthesis
| group | count (synthesis) | share of synthesized area (%) |
|---|---|---|
| adder cells (fa/ha/maj) | 8 | 3.822 |
| XOR/XNOR | 3 | 1.290 |
| AND-OR/OR-AND | 162 | 43.81 |
| multiplexers | 11 | 4.873 |
| other | 2 | 0.2868 |
| AND/OR/NAND/NOR | 142 | 28.86 |
| buffers and inverters | 75 | 17.06 |
## layer usage
layer	global-route usage, %	up-vias	part of all wire [%]
li1	-	1763	-
met1	39.80	1735	42
met2	41.19	328	41
met3	6.975	51	13
met4	9.577	0	4.1
met5	0	-	0
## metrics by stage
| stage | setup TNS [ns] | utilization [%] | power (mW) | instance area [sq um] |
|---|---|---|---|---|
| detailed placement | -7.296 | 45.54 | 0.5091 | 3799 |
| floorplan | 0 | - | 0.2720 | 2656 |
| global placement | -7.079 | 45.54 | 0.5119 | 3799 |
| finish | 0 | 49.32 | 0.5599 | 4114 |
| global route | -0.01002 | 49.32 | 0.5957 | 4114 |
| CTS | -0.03849 | 47.33 | 0.5272 | 3948 |
## cells in the final DEF (no fill, tap or decap), types with 5 or more instances in the layout
cell	n
clkdlybuf4s50_1	32
nand2b_1	7
o221ai_1	6
o21ai_0	23
nor4_1	5
dlymetal6s2s_1	10
inv_1	9
o21ai_1	5
nand3_1	15
buf_12	6
nor2_1	23
nor3_1	12
o211ai_1	5
a211oi_1	10
nand2_1	36
nor2b_1	9
mux2i_1	6
a211o_1	5
a221oi_1	5
dlygate4sd2_1	5
conb_1	12
a21oi_1	33
nor4_2	5
a31oi_1	12
buf_4	110
Power is estimated from default activity; no workload was simulated.
