### constraint.sdc
current_design mem_wb_pipe_reg

set clk_period 1.0
set clk_io_pct 0.2

create_clock -name clk0 -period $clk_period [get_ports {clock}]

set non_clock_inputs [all_inputs -no_clocks]
set_input_delay [expr $clk_period * $clk_io_pct] -clock clk0 $non_clock_inputs
set_output_delay [expr $clk_period * $clk_io_pct] -clock clk0 [all_outputs]
### run.sh
#!/bin/bash
# OpenROAD 26Q1-2900-gdf79404cd8, Yosys 0.63+post, stock flow scripts
make -C /OpenROAD-flow-scripts/flow DESIGN_CONFIG=/design/flow/config.mk WORK_HOME=/design/flow/orfs finish
### config.mk
export PLATFORM = sky130hd
export DESIGN_NAME = mem_wb_pipe_reg
export DESIGN_NICKNAME = mem_wb_pipe_reg
export VERILOG_FILES = /design/flow/design.v
export SDC_FILE = /design/flow/constraint.sdc
export NUM_CORES = 4
export LEC_CHECK = 1
export CORE_AREA = 10 10 114 114
export DIE_AREA = 0 0 124 124
### design.v
module mem_wb_pipe_reg(clock, wb_in, mem_to_reg, reg_write, read_data_in, read_data_out, alu_result_in, alu_result_out, write_back_in, write_back_out);
input clock;
input [1:0] wb_in;
output reg mem_to_reg, reg_write;
input [31:0] alu_result_in, read_data_in;
output reg [31:0] alu_result_out, read_data_out;
input [4:0] write_back_in;
output reg [4:0] write_back_out;
always @(posedge clock)
begin
	mem_to_reg = wb_in[0:0];
	reg_write = wb_in[1:1];
	alu_result_out = alu_result_in;
	read_data_out = read_data_in;
	write_back_out = write_back_in;
end
endmodule
==> reports/notes.md <==
Run status
* completed — result of the run

Yosys
* 0% — async set-or-reset flop fraction in the synthesized netlist
* 71 — Synth flops
* dfxtp_1 100% — leading post-synthesis cells by cell area
* 0 — flip-flops with a built-in enable
* 71 x dfxtp_1 — commonest cells in the netlist
* 100% — sequential element share of the synthesized area
* 71 — post-synthesis cell count
* 1420 um^2 — Post-Syn Area
* 100% — top-area cell type share of the netlist area
* dfxtp_1 — most numerous cell in the Yosys netlist
* 1 — number of synthesis warnings
* 1 — synth unique cells
* dfxtp_1 — top cell type by total area after synthesis
* 71 — cells in synth_stat.txt
* dfxtp_1 — commonest register cell after synthesis
* 20.0 um^2 — per-instance average area after synthesis
* 1420 um^2 — chip area from the yosys synthesis statistics

Worst setup path
* 320 ps — delay of the slowest cell on the worst path
* 1 — total number of cells along the worst setup path
* 1 — Crit Path Max Fanout
* 800 ps — worst path required time
* buf_2 — worst path cell trace
* 780 ps — critical path arrival
* output pin — Crit. End Element
* dfxtp_2 — cell with the largest stage delay on the worst path
* alu_result_out[17] — capture point of the worst path
* 1 — combined buffer and inverter count along the critical path
* flip-flops — family with the most delay on the worst path
* flop to output pin — Worst Setup Path Type
* flop — startpoint type of the worst setup path
* alu_result_out[17] — CP Launch Point

GRT
* 0 — Remaining Overflow, GRT
* 1117 — number of global-route vias before repair
* met2 — most utilized layer in the global route result
* 6330 um — global-route wire length before repair
* 5.94% — GR Util met1
* 5.48% — gr usage total
* 11 — pin count of the biggest net entering global routing
* 0 — number of antenna violations at the first check in global routing
* 3.58% — M3 GR Usage
* 8.48% — met2 routing resource usage after global routing

Timing
* 17.0 ps — worst path setup slack after routing
* 983 ps — min cycle time layout
* 98.3% — portion of the clock cycle consumed by the worst path in the final layout
* 0 — final count of hold timing violations
* 0 — final setup violating endpoints
* 0 — final max-slew violation count
* 0 ps — sum of negative setup slack
* yes — unrepaired setup endpoints after global routing
* 92.1% — worst slew margin relative to its limit
* 1020 MHz — highest achievable clock rate
* 118 ps — slew at the pin closest to its max-slew limit

Cells and area
* 39.2% — fraction of final layout cells with drive strength greater than 1
* 27.2% — Layout Utilization
* 0 um^2 — comb. cell area
* 99.0% — area growth from synthesis to layout
* 0 — combinational gate count
* 2830 um^2 — Post-Layout Inst Area

Floorplanning
* 15400 um^2 — Die Outline Area
* 124 um — Die Y-Extent
* 13.6% — Core Util at FP
* 143 — number of I/O pins
* 37 — # rows
* 124 um — horizontal die size
* 10400 um^2 — core area

Min path
* primary input to flop — worst min-delay path category

Run
* 27 — number of warning messages in the logs
* 0 — number of maximum-capacitance constraint violations

Detailed routing
* 0 — antenna-violating nets left
* 1065 — via count
* 2.93 — via/cell ratio
* 12.9 um — Routed wire per std cell
* 10 — initial drt markers
* 4690 um — final wirelength
* 4 — length of the first detailed-routing pass in iterations
* 0 — remaining routing DRC violations
* 0 — Inserted Diodes

Pwr
* 19.1% — fraction of power spent switching nets
* 36.3% — proportion of power drawn by the clock network
* 56.4% — sequential share of power
* 1.24 nW — reported leakage power
* 0.510 mV — Worst IR Drop VDD
* 1.02 mW — net switching component of the power
* 4.32 mW — Internal Pwr Total
* 1890 nW/um^2 — Power per Cell Area
* 7.3% — proportion of power drawn by combinational gates

CTS
* clkbuf_8 — clock root cell
* 0 — hold buffers post-CTS
* 2 — Max Buffers Root-to-Sink
* 71 — total number of clock tree sinks
* 70 ps — clock-pin slew of the registers on the worst-case setup and hold paths
* 9 — Num CTS Buffers
* yes — TritonCTS clock tree
* 3 — H-tree depth reported by CTS

Place
* 142 — count of buffers inserted at the top-level ports
* -19.7 ps — Place WS
* 3010 um^2 — placed cell areas
* 0.731 — RePlAce Congestion

## layout make-up
type	count	area (um^2)
fillers	1061	7590
clock buffers	13	159
well taps	136	170
flip-flops and latches	71	1430
clock inverters	1	5.00
repair buffers	142	1070
## layout by cell type, fill, tap and decap left out
cell type / n
buf_2: 71
clkbuf_1: 2
clkbuf_8: 11
clkdlybuf4s50_1: 71
clkinv_2: 1
dfxtp_1: 65
dfxtp_2: 6
## per-stage QoR
stage	std cells	total power [mW]	hold WS, ps
after floorplan	71	3.04	228
after global placement	349	3.62	649
after detailed placement	349	3.62	652
after CTS	363	5.47	264
after global routing	363	5.63	267
final	363	5.34	291
## cell families (layout without fill, tap and decap cells)
group,after synthesis,in the layout,synth area share [%]
flops,71,71,100
buf+inv,0,156,0
## power by group through the flow
stage         clock [mW]  combinational [mW]  sequential (mW)
CTS                 2.06               0.403             3.01
global route        2.18               0.427             3.02
finish              1.94               0.388             3.01
## metal layers
metal / vias to the layer above / wire length (um)
li1: 520 / -
met1: 456 / 1680
met2: 76 / 2140
met3: 13 / 694
met4: 0 / 174
met5: - / 0
## worst min path at each step
stage / start / to / depth (start not counted)
CTS: read_data_in[1] / read_data_out[1] / 1
global route: write_back_in[4] / write_back_out[4] / 1
finish: wb_in[0] / mem_to_reg / 1
## timing repair
action,CTS,global route
hold endpoints to repair,0,0
gates cloned,0,0
gates resized,221,4
endpoints found under the setup margin,71,11
setup buffers,0,0
No activity file was given, so power comes from the tool's default toggle rates.
