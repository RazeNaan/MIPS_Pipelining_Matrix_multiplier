[flow/config.mk]
export PLATFORM = sky130hd
export DESIGN_NAME = id_ex_pipe_reg
export DESIGN_NICKNAME = id_ex_pipe_reg
export VERILOG_FILES = /design/flow/design.v
export SDC_FILE = /design/flow/constraint.sdc
export NUM_CORES = 4
export LEC_CHECK = 1
export CORE_AREA = 10 10 151 151
export DIE_AREA = 0 0 161 161
[flow/constraint.sdc]
current_design id_ex_pipe_reg

set clk_period 1.0
set clk_io_pct 0.2

create_clock -name clk0 -period $clk_period [get_ports {clock}]

set non_clock_inputs [all_inputs -no_clocks]
set_input_delay [expr $clk_period * $clk_io_pct] -clock clk0 $non_clock_inputs
set_output_delay [expr $clk_period * $clk_io_pct] -clock clk0 [all_outputs]
[flow/design.v]
module id_ex_pipe_reg(clock, wb_in, wb_out, m_in, m_out, ex_in, alu_op, alu_src, reg_dst, pc_in, pc_out, read_data1_in, read_data1_out, read_data2_in, read_data2_out, instr_reg1_in, instr_reg1_out, instr_reg2_in, instr_reg2_out, instr_add_to_reg_in, instr_add_to_reg_out);
input clock;
input [31:0] pc_in, read_data1_in, read_data2_in;
input [15:0] instr_add_to_reg_in;
input [4:0] instr_reg1_in, instr_reg2_in;
input [1:0] wb_in;
output reg[1:0] wb_out;
input [2:0] m_in;
output reg [2:0] m_out;
input [3:0] ex_in;
output reg [31:0] pc_out, read_data1_out, read_data2_out, instr_add_to_reg_out;
output reg [4:0] instr_reg1_out, instr_reg2_out;
output reg [1:0] alu_op;
output reg reg_dst;
output reg alu_src;
always @(posedge clock)
begin
	pc_out <= pc_in;
	read_data1_out <= read_data1_in;
	read_data2_out <= read_data2_in;
	instr_add_to_reg_out <= instr_add_to_reg_in;
	instr_reg1_out <= instr_reg1_in;
	instr_reg2_out <= instr_reg2_in;
	wb_out <= wb_in;
	m_out <= m_in;
	alu_op <= ex_in[1:0];
	alu_src <= ex_in[2:2];
	reg_dst <= ex_in[3:3];
end
endmodule
[flow/run.sh]
#!/bin/bash
# OpenROAD 26Q1-2900-gdf79404cd8, Yosys 0.63+post, stock flow scripts
make -C /OpenROAD-flow-scripts/flow DESIGN_CONFIG=/design/flow/config.mk WORK_HOME=/design/flow/orfs finish
==> results.py <==
# Flow results
metrics = {
    "status": {
        "status": "finished with violations",
        "violations": "setup timing",
    },
    "job": {
        "tool_warnings": 27,
        "cap_viol_max_count": 0,
    },
    "setup_path": {
        "worst-setup-path-type": "reg2out",
        "crit_slowest_cell": "dfxtp_2",
        "critical_path_buf_inv_count": 1,
        "crit_family": "flip-flops",
        "required_ns": 0.80,
        "crit_path_end_kind": "primary output",
        "cp-start-kind": "register",
        "arrival_ns": 0.83,
        "max_stage_delay_ns": 0.31,
        "crit_fanout": 1,
        "cp_cell_sequence": "buf_2",
    },
    "die": {
        "initial_utilization_pct": 14.1,
        "core_sq_um": 19500,
        "die_w_um": 161,
        "core.rowCount": 51,
        "ios": 279,
        "die_area_sq_um": 25900,
        "fp.dieH_um": 161,
    },
    "synthesis": {
        "synth_cell_types": 3,
        "ys_ff": 131,
        "postSynthSeqShare_pct": 95.5,
        "yosys_area_sq_um": 2750,
        "yosysWarnings": 1,
        "synth_area_sq_um": 2750,
        "post_synth.cell_area_avg_sq_um": 18.6,
        "syn_inst": 148,
        "ys_cells": 148,
    },
    "sta": {
        "fin_ws_ns": -0.0308,
        "slew_viol_final": 0,
        "period_needed_ns": 1.03,
        "grt_setup_unrepaired": "yes",
        "hold_viol_final": 0,
        "fin_crit_sh_pct": 103,
        "setup-violations-final": 70,
        "max_freq_mhz": 970,
    },
    "clock_tree": {
        "cts_tree": "built",
        "clockBufferDepth": 2,
        "cts_made_buffers": 17,
        "clk_pin_slew_ns": 0.06,
        "cts.sinks": 131,
        "cts.htree.levels": 4,
        "cts_root_buffer": "clkbuf_16",
    },
    "detailed_routing": {
        "drt_iter0_drc": 60,
        "first_pass_iters": 2,
        "drc": 0,
        "wirelength_mm": 10.9,
        "viasPerCell": 2.94,
        "antennaDiodeCount": 0,
        "post_drt_wl_per_cell_um": 15.4,
        "postRouteAntennaNets": 0,
        "vias": 2075,
    },
    "place": {
        "gp_congestion": 0.727,
        "io_buffers": 262,
        "dp_hpwl_mm": 9.40,
        "placed_cell_area_sq_um": 5640,
    },
    "grt": {
        "grt.total_usage_pct": 7.88,
        "grt_overflow_total": 0,
        "grt_pass1_vias": 2357,
        "grt_pass1_wl_mm": 15.5,
        "grt_max_degree": 17,
        "antenna_found_initial": 1,
    },
    "hold_path": {
        "hp-start": "pc_in[18]",
        "whs_path_depth": 1,
        "hold_path_class": "in2reg",
        "min_to": "pc_out[18]",
    },
    "final_layout": {
        "syn_to_final_growth_pct": 106,
        "regArea_sq_um": 2660,
        "postLayoutCoreUtil_pct": 29.0,
        "stdcell_area_sq_um": 5660,
        "drive_gt1_share_pct": 42.6,
        "fill_cells": 2020,
        "comb_area_sq_um": 60.1,
    },
    "pwr": {
        "ir_worst_vdd_v": 0.00102,
        "finalPower_mw": 12.8,
        "powerDensity_nw_per_um2": 2250,
        "leakage_nw": 2.50,
    },
}
==> cell families (layout without fill, tap and decap cells) <==
family	after synthesis	count (layout)	share of synthesized area, %
buffers and inverters	16	294	4.37
DFF	131	131	95.5
other	1	16	0.137
==> report_power, final <==
part | internal, mW | switching (mW) | total [mW] | leakage [nW]
Combinational | 0.619 | 0.148 | 0.767 | 1.09
Sequential | 5.51 | 0.0599 | 5.57 | 1.11
Clock | 4.24 | 2.18 | 6.42 | 0.307
==> cell usage in the layout, fill, tap and decap left out, drive strengths merged <==
cell,Yosys,routed
dfxtp,131,131
inv,0,1
clkbuf,0,19
clkinvlp,0,1
clkinv,0,7
conb,1,16
bufinv,0,4
buf,16,131
clkdlybuf4s50,0,131
==> what timing repair did <==
action                                  4_1_cts  5_1_grt
endpoints found under the setup margin      131      131
pin swaps                                     0        0
buffers inserted                              0        0
gates resized                               435       11
hold buffers                                  0        0
==> state kept, by name, summed over array words and instances, names as in the netlist <==
signal and count:
instr_reg2_out 5, wb_out 2, pc_out 32, reg_dst 1, m_out 3, alu_op 2
instr_add_to_reg_out 16, read_data2_out 32, instr_reg1_out 5, read_data1_out 32, alu_src 1
==> worst max path at each step <==
| stage | slack [ns] | start | depth (start not counted) | endpoint |
|---|---|---|---|---|
| finish | -0.03 | read_data2_out[7] | 1 | read_data2_out[7] |
| global route | -0.08 | read_data2_out[7] | 1 | read_data2_out[7] |
| CTS | -0.07 | read_data2_out[11] | 1 | read_data2_out[11] |
==> per-layer routing <==
layer / track usage (%) / vias to the layer above / share of wire [%]
met5: 0 / - / 0.10
met3: 4.90 / 9 / 13
met1: 8.86 / 912 / 38
met2: 12.8 / 163 / 48
li1: - / 989 / -
met4: 0.993 / 2 / 0.95
==> synth_stat cells <==
| cell | count | area share, % |
|---|---|---|
| buf_4 | 16 | 4.4 |
| conb_1 | 1 | 0.14 |
| dfxtp_1 | 131 | 95 |
==> per-stage QoR <==
| stage | cells | setup WS, ns | hold slack, ns | setup TNS [ns] |
|---|---|---|---|---|
| after floorplan | 163 | 0.538 | 0.228 | 0 |
| after global routing | 706 | -0.0804 | 0.198 | -6.31 |
| after CTS | 706 | -0.0710 | 0.199 | -4.97 |
| after global placement | 674 | -0.0390 | 0.650 | -0.0960 |
| final | 706 | -0.0308 | 0.228 | -0.706 |
| after detailed placement | 674 | -0.0378 | 0.652 | -0.0912 |
==> final cells by class <==
class	instances	area share, %
well taps	265	5.86
repair buffers	262	35.1
clock inverters	13	3.23
multi-input cells	16	1.06
clock buffers	19	7.83
flip-flops and latches	131	46.9
Power figures rest on the tool's default switching activity, not on a simulated workload.
